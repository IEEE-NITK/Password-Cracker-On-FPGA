`flow/run.sh`:
```
#!/bin/bash
# OpenROAD 26Q1-2900-gdf79404cd8, Yosys 0.63+post, stock flow scripts
make -C /OpenROAD-flow-scripts/flow DESIGN_CONFIG=/design/flow/config.mk WORK_HOME=/design/flow/orfs finish
```
`flow/config.mk`:
```
export PLATFORM = sky130hd
export DESIGN_NAME = interative_processing
export DESIGN_NICKNAME = interative_processing
export VERILOG_FILES = /design/flow/design.v
export SDC_FILE = /design/flow/constraint.sdc
export NUM_CORES = 4
export LEC_CHECK = 1
export CORE_UTILIZATION = 50
```
`flow/constraint.sdc`:
```
current_design interative_processing

set clk_period 23.4
set clk_io_pct 0.2

create_clock -name clk0 -period $clk_period [get_ports {clk}]

set non_clock_inputs [all_inputs -no_clocks]
set_input_delay [expr $clk_period * $clk_io_pct] -clock clk0 $non_clock_inputs
set_output_delay [expr $clk_period * $clk_io_pct] -clock clk0 [all_outputs]
```
`flow/design.v`:
```
`timescale 1ns / 1ps
module interative_processing(clk,rst,w,k,counter_iteration,padding_done,a_out,b_out,c_out,d_out,e_out,f_out,g_out,h_out
	);
	 input clk,rst,padding_done;
	 input [6:0] counter_iteration;
	 input [31:0] w,k;
	 output reg [31:0] a_out,b_out,c_out,d_out,e_out,f_out,g_out,h_out;
	 reg temp_case,temp_if;
	 reg [31:0] a_temp,b_temp,c_temp,d_temp,e_temp,f_temp,g_temp,h_temp;
	 reg [31:0] semation_0,semation_1,ch,maj;
	 always@(posedge clk)
	 begin
	 if(rst==0)
	 begin
			temp_case=1'b0;
			a_out=32'h6a09e667;
			b_out=32'hbb67ae85;
			c_out=32'h3c6ef372;
			d_out=32'ha54ff53a;
			e_out=32'h510e527f;
			f_out=32'h9b05688c;
			g_out=32'h1f83d9ab;
			h_out=32'h5be0cd19;
	 end
	 else
	 begin
			semation_0=({a_out[1:0],a_out[31:2]}) ^ ({a_out[12:0],a_out[31:13]}) ^ ({a_out[21:0],a_out[31:22]});  
			semation_1=({e_out[5:0],e_out[31:6]}) ^ ({e_out[10:0],e_out[31:11]}) ^ ({e_out[24:0],e_out[31:25]});
			maj=(a_out & b_out) ^ (a_out & c_out) ^ (b_out & c_out);
			ch=(e_out & f_out) ^ (~e_out & g_out);
			if(counter_iteration==65)
			begin
			a_out=a_out;
			b_out=b_out;
			c_out=c_out;
			d_out=d_out;
			e_out=e_out;
			f_out=f_out;
			g_out=g_out;
			h_out=h_out;
			end
			else
			begin
			if(padding_done==1)
			begin
			case(temp_case)
			1'b0: temp_case=1'b1;
			1'b1: temp_if=1'b1;
			endcase
			end
			if(temp_if==1 && counter_iteration!=64)
			begin
			a_temp= h_out + semation_1 + ch + k + w + semation_0 + maj; 	 
			b_temp= a_out;
			c_temp= b_out;
			d_temp= c_out;
			e_temp= d_out + h_out + semation_1 + ch + k + w;		 
			f_temp= e_out;
			g_temp= f_out;
	 		h_temp= g_out;
			a_out=a_temp;
			b_out=b_temp;
			c_out=c_temp;
			d_out=d_temp;  
			e_out=e_temp;
			f_out=f_temp;
			g_out=g_temp;
	 		h_out=h_temp;
			end
			end
	 end
	 end
endmodule
```
==> COMMIT_EDITMSG <==
Store results of the implementation flow

- The final hold violation count recorded for this run is 0.
- At the floorplan stage, the core utilization is reported as 50.7%.
- By startpoint and endpoint, the worst setup path is classified as in -> reg.
- The DRC violation total left in the routed layout is recorded as 0.
- Post-layout period usage of the worst path: 39.8%
* Dominant register cell in the synthesized netlist: sky130_fd_sc_hd__dfxtp_1
- Of all flip-flops after synthesis, the portion carrying an async set or reset was 0%.
- Placed Cells: 3195
* Reported max-cap violation count: 0
* Fraction of layout cells with a size suffix above 1: 3.13%
- Unrepaired setup endpoints after global routing: no
- The floorplan step set the die width to 208 µm.
* Total core area: 41900 µm²
- # port buffers: 329
* Number of antenna violations at the first check in global routing: 1
* Outcome: finished clean
* Count of final setup violators: 0
* Tightest Pin Transition: 0.823 ns
- Total cell area at the placement stage: 24800 µm²
- Worst-path maximum fanout: 4
- Category of cells accounting for the largest share of critical-path delay: adder cells
- Summed over all routing layers, the global router reports a total usage of 33.7%.
- The post-synth count of flops with an enable pin is 1.
- The layout stage reports a final design area of 25900 µm².
- Compared with the post-synthesis result, the final layout area differs by 21.8%.
- Chip area from the yosys synthesis statistics: 21300 µm²
- Cell Area, Synth: 21300 µm²
- Drt first-iter violations: 1035
- Routability-driven placement congestion ratio: 0.949
- The synthesized design devotes to its leading area cell type 25.9% of total area.
- Detailed placement ended at an HPWL of 52700 µm.
* Via count of the first global-routing pass: 17100
- Routed length per placed instance: 20.6 µm
* CTS H-tree lvls: 2
* Maximum clock skew at final layout: 0.0187 ns
- The routed layout has 16800 vias.
* Clock-pin slew of the registers on the worst-case setup and hold paths: 0.06 ns
- The first global-routing pass estimated 103000 µm of wire.
* Largest cells by area after synthesis: sky130_fd_sc_hd__fa_1, sky130_fd_sc_hd__dfxtp_1, sky130_fd_sc_hd__inv_1, sky130_fd_sc_hd__nand2_1, sky130_fd_sc_hd__xnor2_1
* Worst-skew pair later-pin latency: 0.55 ns
- Instance tally after logic synthesis: 2464
- CTS root buffer: sky130_fd_sc_hd__clkbuf_16
- Post-synthesis sequential element count: 258
- In this run, post-CTS hold repair placed 0 buffers.
- Tmin final: 9.32 ns
- Total congestion overflow: 0
- The number of antenna diodes in the final layout is 0.
* Largest net degree at the start of global routing: 84
- Per the timing report, the achievable frequency comes out to 0.107 GHz.
* DRT Wirelength: 67000 µm
- According to the report, the first pass of detailed routing completed in 6 iterations.
- Startpoint Class: input pin
- Setup repair bufs after CTS: 0
* Clock sink count: 258
- For reference, the top cells by count after synthesis are sky130_fd_sc_hd__inv_1, sky130_fd_sc_hd__nand2_1, sky130_fd_sc_hd__fa_1.
* Y dimension of the die: 208 µm
- After detailed routing, the number of vias per cell comes to 5.17.
* Slowest Stage Delay on Critical Path: 0.55 ns
- Kind of capture point of the worst setup path: flop
* CP Data Required Time: 23.83 ns
* Ordered cell list for the critical path: clkdlybuf4s50_1, inv_1, fa_1, inv_1, fa_1, fa_1, inv_1, fa_1, inv_1, ha_1, nor2b_1, o31ai_1, a2111oi_0, buf_4, o2111ai_1, a21oi_1, a2111oi_4, a21oi_1, xnor2_1, o21ai_1
- Yosys top cell by area: sky130_fd_sc_hd__fa_1
* Hold Path Class: reg -> reg
- Total number of placement rows: 75
- Per the STA report, the cell with the highest stage delay on the worst path is sky130_fd_sc_hd__fa_1.
* Area of the die: 43400 µm²
* Most frequently used cell type in the post-synthesis netlist: sky130_fd_sc_hd__inv_1
- Once layout is complete, the cells apart from fillers number 3256.
- CTS reports a maximum clock tree buffer depth of 3.
* Worst Path Buf+Inv: 6
* Final ANT Viol Nets: 0
- According to the I/O placement log, the pin count is 330.
- Warnings from Yosys: 1
- Of the synthesized area, sequential elements account for 24.3%.
* Number of cells traversed by the worst hold path: 1
- Tally of unique sky130hd cells used after synthesis: 63
- Pins over their slew limit in the final report were tallied at 0.
- Normalized max-slew margin: 44.8%
* Avg Synthesized Cell Area: 8.64 µm²
- TritonCTS clock tree: built
- Worst Reg2Reg Path Length in Cells: 18
* Cts bufs inserted: 34
* Number of OpenROAD warnings: 26
- The critical path runs through a total of 20 cells.
- The final layout reports a setup TNS of 0 ns.
- Arrival time worst endpoint: 9.75 ns
- Cells in synth_stat.txt: 2464
- The report lists the number of cells resized after CTS as 0.
through the flow:
step                      setup WS (ns)  hold WS [ns]  utilization [%]
final                             14.08         0.485             61.8
after global routing              13.71         0.503             61.8
after CTS                         14.10         0.485             61.8
after detailed placement          13.51         0.470             59.1
after global placement            13.58         0.465             59.1
after floorplan                   14.51         0.443                -
layout make-up:
cell class / count / area [µm²]
Clock inverter: 14 / 164
Sequential cell: 258 / 5170
Multi-Input combinational cell: 1581 / 13800
Inverter: 468 / 1760
Fill cell: 3547 / 16000
Tap cell: 539 / 674
Timing Repair Buffer: 349 / 3440
Clock buffer: 47 / 950
routing by layer:
layer | global-route usage (%) | wire, µm
met1 | 49.9 | 27800
met2 | 50.2 | 30900
met3 | 11.2 | 6110
met4 | 8.74 | 2210
met5 | 0 | 11
final timing paths:
kind,endpoint,from,slack [ns]
setup / recovery,a_out[31],w[3],14.08
hold / removal,temp_case,temp_case,0.49
setup reg to reg,a_out[30],e_out[30],17.34
hold reg to reg,temp_case,temp_case,0.49
state kept, by name, indices dropped and copies added (netlist names):
signal / cells
f_out: 32
c_out: 32
temp_case: 1
a_out: 32
g_out: 32
e_out: 32
h_out: 32
b_out: 32
temp_if: 1
d_out: 32
worst reg2reg max path, delay by kind of cell (launching register included):
family	cells	cell delay, ns
simple gates	2	0.42
flops	1	0.67
fa+ha+maj	5	2.38
buf+inv	2	0.11
compound gates	6	1.35
xor+xnor	3	1.01
cells by family (layout without fill, tap and decap cells):
logic type	Yosys count	count (layout)	synth area share, %
fa+ha+maj	368	368	31.0
simple gates	657	657	13.2
xor+xnor	188	188	7.74
flops	258	258	24.3
mux	34	34	1.61
buf+inv	625	878	11.1
compound gates	334	334	11.0
layout by cell type, fill, tap and decap left out, drive strengths merged, types with 4 or more instances in the layout:
| cell type | count |
|---|---|
| o21bai | 8 |
| clkbuf | 47 |
| a211oi | 10 |
| nand2b | 6 |
| nor2b | 8 |
| nand3 | 104 |
| ha | 63 |
| clkinv | 9 |
| xnor2 | 156 |
| inv | 470 |
| and2 | 17 |
| fa | 275 |
| maj3 | 30 |
| or3 | 4 |
| and4 | 4 |
| dfxtp | 257 |
| mux2i | 33 |
| o21a | 17 |
| a2111oi | 4 |
| a21o | 22 |
| clkdlybuf4s50 | 328 |
| o211ai | 53 |
| a21boi | 97 |
| nor3 | 9 |
| xor2 | 32 |
| and3 | 6 |
| o21ai | 44 |
| nand4 | 9 |
| buf | 21 |
| nor2 | 27 |
| a21oi | 50 |
| a31oi | 6 |
| nand2 | 452 |
