<file path="flow/design.v">
`timescale 1ns / 1ps
module m_digest(clk,rst,counter_iteration,a_in,b_in,c_in,d_in,e_in,f_in,g_in,h_in,m_digest_final,hashing_done
    );
	 output reg [255:0] m_digest_final;
	 input clk,rst;
	 input [6:0] counter_iteration;  
	 (*S="TRUE"*)input [31:0] a_in,b_in,c_in,d_in,e_in,f_in,g_in,h_in;
	 output reg hashing_done;
	 reg temp_delay;
	 reg [31:0] H0 ;
	 reg [31:0] H1 ;
	 reg [31:0] H2 ;
	 reg [31:0] H3 ;
	 reg [31:0] H4 ;
	 reg [31:0] H5 ;
	 reg [31:0] H6 ;
	 reg [31:0] H7 ;
	 reg [31:0] temp_H0;
	 reg [31:0] temp_H1;
	 reg [31:0] temp_H2;
	 reg [31:0] temp_H3;
	 reg [31:0] temp_H4;
	 reg [31:0] temp_H5;
	 reg [31:0] temp_H6;
	 reg [31:0] temp_H7;
	 always@(posedge clk)
	 begin
	 if(rst==0)
	 begin
	 temp_delay=1'b0;
	 m_digest_final=256'd0;
	 H0=32'h6a09e667;
	 H1=32'hbb67ae85;
	 H2=32'h3c6ef372;
	 H3=32'ha54ff53a;
	 H4=32'h510e527f;
	 H5=32'h9b05688c;
	 H6=32'h1f83d9ab;
	 H7=32'h5be0cd19;
	 temp_H0=32'd0;
	 temp_H1=32'd0;
	 temp_H2=32'd0;
	 temp_H3=32'd0;
	 temp_H4=32'd0;
	 temp_H5=32'd0;
	 temp_H6=32'd0;
	 temp_H7=32'd0;
	 hashing_done = 1'b0;
	 m_digest_final=256'd0;
	 end
	 else
	 begin
	 if(counter_iteration==7'd64)  
			 begin 
				hashing_done = 1'b1;
				temp_H0=H0+a_in;
				if(temp_H0<32'hFFFFFFFF || temp_H0==32'hFFFFFFFF)H0=temp_H0;
				else H0=temp_H0-32'hFFFFFFFF;
				temp_H1=H1+b_in;
				if(temp_H1<32'hFFFFFFFF || temp_H1==32'hFFFFFFFF)H1=temp_H1;
				else H1=temp_H1-32'hFFFFFFFF;
				temp_H2=H2+c_in;
				if(temp_H2<32'hFFFFFFFF || temp_H2==32'hFFFFFFFF)H2=temp_H2;
				else H2=temp_H2-32'hFFFFFFFF;
				temp_H3=H3+d_in;
				if(temp_H3<32'hFFFFFFFF || temp_H3==32'hFFFFFFFF)H3=temp_H3;
				else H3=temp_H3-32'hFFFFFFFF;
				temp_H4=H4+e_in;
				if(temp_H4<32'hFFFFFFFF || temp_H4==32'hFFFFFFFF)H4=temp_H4;
				else H4=temp_H4-32'hFFFFFFFF;
				temp_H5=H5+f_in;
				if(temp_H5<32'hFFFFFFFF || temp_H5==32'hFFFFFFFF)H5=temp_H5;
				else H5=temp_H5-32'hFFFFFFFF;
				temp_H6=H6+g_in;
				if(temp_H6<32'hFFFFFFFF || temp_H6==32'hFFFFFFFF)H6=temp_H6;
				else H6=temp_H6-32'hFFFFFFFF;
				temp_H7=H7+h_in;
				if(temp_H7<32'hFFFFFFFF || temp_H7==32'hFFFFFFFF)H7=temp_H7;
				else H7=temp_H7-32'hFFFFFFFF;
				if(temp_delay==0)
					begin
					temp_delay=temp_delay+1;
					m_digest_final={H0,H1,H2,H3,H4,H5,H6,H7};
					end
			 end else begin
      			hashing_done = 1'b0;
    		end
	 end
	 end
	 endmodule
</file>
<file path="flow/config.mk">
export PLATFORM = sky130hd
export DESIGN_NAME = m_digest
export DESIGN_NICKNAME = m_digest
export VERILOG_FILES = /design/flow/design.v
export SDC_FILE = /design/flow/constraint.sdc
export NUM_CORES = 4
export LEC_CHECK = 1
export CORE_UTILIZATION = 40
</file>
<file path="flow/run.sh">
#!/bin/bash
# OpenROAD 26Q1-2900-gdf79404cd8, Yosys 0.63+post, stock flow scripts
make -C /OpenROAD-flow-scripts/flow DESIGN_CONFIG=/design/flow/config.mk WORK_HOME=/design/flow/orfs finish
</file>
<file path="flow/constraint.sdc">
current_design m_digest

set clk_period 16.5
set clk_io_pct 0.2

create_clock -name clk0 -period $clk_period [get_ports {clk}]

set non_clock_inputs [all_inputs -no_clocks]
set_input_delay [expr $clk_period * $clk_io_pct] -clock clk0 $non_clock_inputs
set_output_delay [expr $clk_period * $clk_io_pct] -clock clk0 [all_outputs]
</file>
==> reports/qor.yml <==
clockBufferDepth: 3
ys_types: 85
cts_tree: "built"
finalHoldViolations: 0
flop_cell: "dfxtp_1"
syn-cell-area_um2: 30000
top_area_share_pct: 34.3
grt_max_degree: 144
worstSkewPairLatency_ns: 0.62
grtUsageTotal_pct: 24.7
fp_util_pct: 40.7
start_kind: "input pin"
chipArea_um2: 76000
max_freq_mhz: 137
syn_area_per_cell_um2: 7.79
ys_chip_area_um2: 30000
grt_pass1_vias: 26100
power_density_nw_per_um2: 82.0
num_rows: 99
overflow: 0
drc: 0
critPathKind: "in2reg"
final_max_slew_viol_count: 0
met1_usage_pct: 35.6
wl_per_cell_um: 17.9
reg2reg_from: "H1[0]$_SDFFE_PN1P_"
finalClockPeriodUsage_pct: 44.2
detailed_place_hpwl_um: 67100
area_leaders: "dfxtp_1 (34%), ha_1 (10%), nand2_1 (10%)"
yosys_cells: 3844
hold_buffers: 0
cts_max_level: 2
warning_count: 40
tns_ns: 0
cp_max_fo: 60
final_area_um2: 37900
synth-edff-count: 0
clk_pin_slew_ns: 0.06
io_buffers: 521
worstSetupEndpointType: "register"
cts-buffers-inserted: 58
cts_resized: 0
fin_ws_ns: 9.21
grt-busiest-layer: "met2"
use_met2_pct: 38.9
synthArstFlopShare_pct: 0
dr.pass1.iters: 6
antenna_found_initial: 16
ant_nets: 0
cap_violations: 0
vdd_drop_max_mv: 0.0922
via_count: 28100
crit_arrival_ns: 7.82
holdWs_ns: 0.452
status: "finished, final reports clean"
drive_gt1_share_pct: 3.81
slew-limit-headroom_pct: 47.1
crit_end: "m_digest_final[152]$_SDFFE_PN0P_"
vias_per_cell: 5.36
worstPathRequired_ns: 17.03
drt-total-wl_um: 94100
place.gp.congestion: 0.934
grt_setup_unrepaired: "no"
pin_count: 522
ys_seq_elements: 514
r2r_cells: 12
setup_violations: 0
area_growth_pct: 26.5
p_leak_nw: 15.0
timing.rr.end: "m_digest_final[222]$_SDFFE_PN0P_"
regToRegSetupSlack_ns: 13.02
clock-skew-final_ns: 0.0130
synth-seq-area-share_pct: 34.3
cts_sinks: 514
yosys_warnings: 1
cp-startpoint: "counter_iteration[2]"
cts_setup_buffers: 0
dieHeight_um: 276
die_x_um: 276
grt_pass1_wl_um: 145000
pre_cts_slack_ns: 8.55
tightest_slew_ns: 0.794
grt_util_met3_pct: 4.26
clockRootBuffer: "clkbuf_16"
hold_class: "reg2reg"
synthCells: 3844
fin_crit_ns: 7.29
yosysTopAreaCell: "dfxtp_1"
drt_iter0_markers: 1558
post_dp_cell_area_um2: 35800
core_um2: 73600
[sequential cells by signal, indices dropped and copies added, names as in the netlist]
signal	flops
m_digest_final	256
hashing_done	1
H7	32
H2	32
H4	32
H5	32
temp_delay	1
H1	32
H6	32
H3	32
H0	32
[critical path: stages]
cell and delay (ns):
clkdlybuf4s50_1 0.40, nor4b_1 0.58, nand2_4 0.52, nor2_4 0.61, buf_4 0.63, buf_4 0.63, buf_4 0.65, nand3_1 0.14
o221ai_1 0.19
[layer usage]
layer | vias up | wire, um
met4 | 14 | 2670
met1 | 12900 | 42500
met3 | 141 | 5540
li1 | 14400 | -
met2 | 687 | 43300
met5 | - | 90
[how the worst min path moves through the flow]
stage	start	end	slack (ns)	cells after the start
final	m_digest_final[42]$_SDFFE_PN0P_	m_digest_final[42]$_SDFFE_PN0P_	0.45	2
after CTS	m_digest_final[254]$_SDFFE_PN0P_	m_digest_final[254]$_SDFFE_PN0P_	0.45	2
after global routing	m_digest_final[111]$_SDFFE_PN0P_	m_digest_final[111]$_SDFFE_PN0P_	0.46	2
[where the power goes]
part / internal, mW / leakage (nW) / switching, mW
Clock: 0.856 / 1.03 / 0.555
Combinational: 0.198 / 9.81 / 0.246
Sequential: 1.25 / 4.15 / 0.00416
Total: 2.30 / 15.0 / 0.805
[synth_stat cells, types with 7 or more instances]
cell type  instances
and2_1            18
o21ai_0          152
o31ai_1           10
ha_1             248
a21o_1           157
o211ai_1          48
o21bai_1          34
o21a_1            28
nor4_1             8
clkbuf_1         204
and4_1             7
fa_1               8
nor2b_1           16
a31oi_1           28
nand3_1          132
xor2_1            75
mux2i_1           15
o21ai_1           31
a31o_2             7
inv_1             61
o221ai_1          17
nor2_1           241
and3_1            19
nor3_1            26
or3_1             21
dfxtp_1          514
nand2b_1          21
a211oi_1          38
nand4_1           53
a21oi_1          526
nand2_1          801
xnor2_1          148
or2_2              7
[kinds of logic (layout without fill, tap and decap cells)]
family	after synthesis	count (layout)	synth area share, %
and+or+nand+nor	1390	1390	19.9
AOI/OAI and AO/OA	1166	1166	24.0
DFF	514	514	34.3
buffers and inverters	274	709	3.46
adders and majority gates	256	256	10.9
xor gates and xnor gates	227	227	6.82
muxes	17	17	0.576
other	0	9	0
[placed cells by master, fill, tap and decap left out, types with 21 or more instances in the layout]
| master | count |
|---|---|
| xor2_1 | 75 |
| a21o_1 | 157 |
| clkbuf_16 | 61 |
| o21bai_1 | 34 |
| or3_1 | 21 |
| nor2_1 | 240 |
| nand4_1 | 53 |
| o21a_1 | 28 |
| o21ai_1 | 31 |
| inv_1 | 61 |
| a211oi_1 | 38 |
| o211ai_1 | 48 |
| ha_1 | 248 |
| a31oi_1 | 28 |
| a21oi_1 | 526 |
| clkdlybuf4s50_1 | 520 |
| o21ai_0 | 152 |
| dfxtp_1 | 514 |
| nand2_1 | 799 |
| nand3_1 | 132 |
| nor3_1 | 26 |
| xnor2_1 | 148 |
[final cells by class]
cell class,count,area [um^2]
antenna,9,22.5
clock buffer,79,1650
clock inverter,30,414
fill,7086,35700
inverter,62,240
multi-input combinational,3056,18700
sequential,514,10300
tap,959,1200
timing repair buffer,538,5410
[stage by stage]
step                utilization [%]  instances  power, mW
detailed placement             48.7       5129       1.72
finish                         51.5       5247       3.11
floorplan                         -       3844       1.57
global route                   51.5       5246       3.23
global placement               48.7       5129       1.72
CTS                            51.5       5238       3.14
No activity file was given, so power comes from the tool's default toggle rates.
