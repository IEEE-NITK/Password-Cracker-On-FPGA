**design/flow/config.mk**
```make
export PLATFORM = sky130hd
export DESIGN_NAME = md4
export DESIGN_NICKNAME = md4
export VERILOG_FILES = /design/flow/design.v
export SDC_FILE = /design/flow/constraint.sdc
export NUM_CORES = 4
export LEC_CHECK = 1
export CORE_UTILIZATION = 50
```
**design/flow/constraint.sdc**
```tcl
current_design md4

set clk_period 47.8
set clk_io_pct 0.2

create_clock -name clk0 -period $clk_period [get_ports {CLK}]

set non_clock_inputs [all_inputs -no_clocks]
set_input_delay [expr $clk_period * $clk_io_pct] -clock clk0 $non_clock_inputs
set_output_delay [expr $clk_period * $clk_io_pct] -clock clk0 [all_outputs]
```
**design/flow/design.v**
```verilog
`timescale 1ns / 1ps
module md4(
    input wire CLK,
    input wire RESET_N,
    input wire START_IN,
    output reg BUSY_OUT,
    output reg DONE_OUT,
    input wire [63:0] INPUT_SIZE_IN,
    input wire [7:0] INPUT_BYTE,
    input wire INPUT_EMPTY,
    output reg INPUT_READ,
    output reg [7:0] OUTPUT_BYTE,
    input wire OUTPUT_FULL,
    output reg OUTPUT_WRITE
);
    localparam [2:0]
        IDLE_STATE = 3'b000,
        READ_STATE = 3'b001,
        PADDING_STATE = 3'b010,
        ROUND_1_STATE = 3'b011,
        ROUND_2_STATE = 3'b100,
        ROUND_3_STATE = 3'b101,
        ROUND_F_STATE = 3'b110,
        WRITE_STAGE = 3'b111;
    reg [2:0] FSM;
    reg [31:0] hash_state [0:3];
    reg [31:0] hash_state_tmp [0:3];
    reg [7:0] hash [0:16];
    reg [63:0] input_size;
    reg [63:0] input_size_bits;
    reg [63:0] input_size_counter;
    reg [7:0] data_block [0:63];
    reg [7:0] read_counter;
    reg [7:0] write_counter;
    reg [7:0] round_counter;
    wire [7:0] inverse_counter;
    reg final_round;
    reg add_padding_block;
    reg reset_cycle;
    reg [7:0] s1 [0:3];
    reg [7:0] s2 [0:3];
    reg [7:0] s3 [0:3];
    reg [7:0] k1 [0:15];
    reg [7:0] k2 [0:15];
    reg [7:0] k3 [0:15];
    assign inverse_counter = ((16 - (round_counter)) %4);
    function [31:0] md4_F;
        input [31:0] X,Y,Z;
        begin
            md4_F = ((X & Y) | ((~X) & Z));
        end
    endfunction
    function [31:0] md4_G;
        input [31:0] X,Y,Z;
        begin
            md4_G = ((X & Y) | (X & Z) | (Y & Z));
        end
    endfunction
    function [31:0] md4_H;
        input [31:0] X,Y,Z;
        begin
            md4_H = (X ^ Y ^ Z);
        end
    endfunction
    always @(posedge CLK) begin
        if (!RESET_N || reset_cycle) begin
            FSM <= IDLE_STATE;
            INPUT_READ <= 1'b0;
            BUSY_OUT <= 1'b0;
            DONE_OUT <= 1'b0;
            OUTPUT_BYTE <= 8'h00;
            OUTPUT_WRITE <= 1'b0;
            input_size <= 64'h0000000000000000;
            input_size_bits <= 64'h0000000000000000;
            input_size_counter <= 32'h00000000;
            read_counter <= 8'h00;
            write_counter <= 8'h00;
            round_counter <= 8'h00;
            final_round <= 1'b0;
            add_padding_block <= 1'b0;
            reset_cycle <= 1'b0;
            hash[8'h00] <= 8'h00; hash[8'h01] <= 8'h00; hash[8'h02] <= 8'h00; hash[8'h03] <= 8'h00; hash[8'h04] <= 8'h00; hash[8'h05] <= 8'h00; hash[8'h06] <= 8'h00; hash[8'h07] <= 8'h00;
            hash[8'h08] <= 8'h00; hash[8'h09] <= 8'h00; hash[8'h0a] <= 8'h00; hash[8'h0b] <= 8'h00; hash[8'h0c] <= 8'h00; hash[8'h0d] <= 8'h00; hash[8'h0e] <= 8'h00; hash[8'h0f] <= 8'h00;
            hash_state[0] <= 32'h67452301;
            hash_state[1] <= 32'hefcdab89;
            hash_state[2] <= 32'h98badcfe;
            hash_state[3] <= 32'h10325476;
            hash_state_tmp[0] <= 32'h67452301;
            hash_state_tmp[1] <= 32'hefcdab89;
            hash_state_tmp[2] <= 32'h98badcfe;
            hash_state_tmp[3] <= 32'h10325476;
            s1[8'h00] <= 8'h03; s1[8'h01] <= 8'h07; s1[8'h02] <= 8'h0b; s1[8'h03] <= 8'h13;
            s2[8'h00] <= 8'h03; s2[8'h01] <= 8'h05; s2[8'h02] <= 8'h09; s2[8'h03] <= 8'h0d;
            s3[8'h00] <= 8'h03; s3[8'h01] <= 8'h09; s3[8'h02] <= 8'h0b; s3[8'h03] <= 8'h0f;
            k1[8'h00] <= 8'h00; k1[8'h01] <= 8'h01; k1[8'h02] <= 8'h02; k1[8'h03] <= 8'h03; k1[8'h04] <= 8'h04; k1[8'h05] <= 8'h05; k1[8'h06] <= 8'h06; k1[8'h07] <= 8'h07;
            k1[8'h08] <= 8'h08; k1[8'h09] <= 8'h09; k1[8'h0a] <= 8'h0a; k1[8'h0b] <= 8'h0b; k1[8'h0c] <= 8'h0c; k1[8'h0d] <= 8'h0d; k1[8'h0e] <= 8'h0e; k1[8'h0f] <= 8'h0f;
            k2[8'h00] <= 8'h00; k2[8'h01] <= 8'h04; k2[8'h02] <= 8'h08; k2[8'h03] <= 8'h0c; k2[8'h04] <= 8'h01; k2[8'h05] <= 8'h05; k2[8'h06] <= 8'h09; k2[8'h07] <= 8'h0d;
            k2[8'h08] <= 8'h02; k2[8'h09] <= 8'h06; k2[8'h0a] <= 8'h0a; k2[8'h0b] <= 8'h0e; k2[8'h0c] <= 8'h03; k2[8'h0d] <= 8'h07; k2[8'h0e] <= 8'h0b; k2[8'h0f] <= 8'h0f;
            k3[8'h00] <= 8'h00; k3[8'h01] <= 8'h08; k3[8'h02] <= 8'h04; k3[8'h03] <= 8'h0c; k3[8'h04] <= 8'h02; k3[8'h05] <= 8'h0a; k3[8'h06] <= 8'h06; k3[8'h07] <= 8'h0e;
            k3[8'h08] <= 8'h01; k3[8'h09] <= 8'h09; k3[8'h0a] <= 8'h05; k3[8'h0b] <= 8'h0c; k3[8'h0c] <= 8'h03; k3[8'h0d] <= 8'h0b; k3[8'h0e] <= 8'h07; k3[8'h0f] <= 8'h0f;
            data_block[8'h00] <= 8'h00; data_block[8'h01] <= 8'h00; data_block[8'h02] <= 8'h00; data_block[8'h03] <= 8'h00; data_block[8'h04] <= 8'h00; data_block[8'h05] <= 8'h00; data_block[8'h06] <= 8'h00; data_block[8'h07] <= 8'h00;
            data_block[8'h08] <= 8'h00; data_block[8'h09] <= 8'h00; data_block[8'h0a] <= 8'h00; data_block[8'h0b] <= 8'h00; data_block[8'h0c] <= 8'h00; data_block[8'h0d] <= 8'h00; data_block[8'h0e] <= 8'h00; data_block[8'h0f] <= 8'h00;
            data_block[8'h10] <= 8'h00; data_block[8'h11] <= 8'h00; data_block[8'h12] <= 8'h00; data_block[8'h13] <= 8'h00; data_block[8'h14] <= 8'h00; data_block[8'h15] <= 8'h00; data_block[8'h16] <= 8'h00; data_block[8'h17] <= 8'h00;
            data_block[8'h18] <= 8'h00; data_block[8'h19] <= 8'h00; data_block[8'h1a] <= 8'h00; data_block[8'h1b] <= 8'h00; data_block[8'h1c] <= 8'h00; data_block[8'h1d] <= 8'h00; data_block[8'h1e] <= 8'h00; data_block[8'h1f] <= 8'h00;
            data_block[8'h20] <= 8'h00; data_block[8'h21] <= 8'h00; data_block[8'h22] <= 8'h00; data_block[8'h23] <= 8'h00; data_block[8'h24] <= 8'h00; data_block[8'h25] <= 8'h00; data_block[8'h26] <= 8'h00; data_block[8'h27] <= 8'h00;
            data_block[8'h28] <= 8'h00; data_block[8'h29] <= 8'h00; data_block[8'h2a] <= 8'h00; data_block[8'h2b] <= 8'h00; data_block[8'h2c] <= 8'h00; data_block[8'h2d] <= 8'h00; data_block[8'h2e] <= 8'h00; data_block[8'h2f] <= 8'h00;
            data_block[8'h30] <= 8'h00; data_block[8'h31] <= 8'h00; data_block[8'h32] <= 8'h00; data_block[8'h33] <= 8'h00; data_block[8'h34] <= 8'h00; data_block[8'h35] <= 8'h00; data_block[8'h36] <= 8'h00; data_block[8'h37] <= 8'h00;
            data_block[8'h38] <= 8'h00; data_block[8'h39] <= 8'h00; data_block[8'h3a] <= 8'h00; data_block[8'h3b] <= 8'h00; data_block[8'h3c] <= 8'h00; data_block[8'h3d] <= 8'h00; data_block[8'h3e] <= 8'h00; data_block[8'h3f] <= 8'h00;           
        end else begin
            case(FSM)
                IDLE_STATE: begin
                    if (START_IN) begin
                        FSM <= READ_STATE;
                        BUSY_OUT <= 1'b1;
                        input_size <= INPUT_SIZE_IN;
                        input_size_bits <= INPUT_SIZE_IN *8;
                    end
                end
                READ_STATE: begin
                    if (read_counter < (input_size - input_size_counter) && read_counter < 64) begin
                        if (INPUT_EMPTY  && INPUT_READ) begin
                            data_block[read_counter] <= INPUT_BYTE;
                            read_counter <= read_counter +1;
                         end else  begin
                            INPUT_READ <= 1'b1;
                            data_block[8'h00] <= 8'h00; data_block[8'h01] <= 8'h00; data_block[8'h02] <= 8'h00; data_block[8'h03] <= 8'h00; data_block[8'h04] <= 8'h00; data_block[8'h05] <= 8'h00; data_block[8'h06] <= 8'h00; data_block[8'h07] <= 8'h00;
                            data_block[8'h08] <= 8'h00; data_block[8'h09] <= 8'h00; data_block[8'h0a] <= 8'h00; data_block[8'h0b] <= 8'h00; data_block[8'h0c] <= 8'h00; data_block[8'h0d] <= 8'h00; data_block[8'h0e] <= 8'h00; data_block[8'h0f] <= 8'h00;
                            data_block[8'h10] <= 8'h00; data_block[8'h11] <= 8'h00; data_block[8'h12] <= 8'h00; data_block[8'h13] <= 8'h00; data_block[8'h14] <= 8'h00; data_block[8'h15] <= 8'h00; data_block[8'h16] <= 8'h00; data_block[8'h17] <= 8'h00;
                            data_block[8'h18] <= 8'h00; data_block[8'h19] <= 8'h00; data_block[8'h1a] <= 8'h00; data_block[8'h1b] <= 8'h00; data_block[8'h1c] <= 8'h00; data_block[8'h1d] <= 8'h00; data_block[8'h1e] <= 8'h00; data_block[8'h1f] <= 8'h00;
                            data_block[8'h20] <= 8'h00; data_block[8'h21] <= 8'h00; data_block[8'h22] <= 8'h00; data_block[8'h23] <= 8'h00; data_block[8'h24] <= 8'h00; data_block[8'h25] <= 8'h00; data_block[8'h26] <= 8'h00; data_block[8'h27] <= 8'h00;
                            data_block[8'h28] <= 8'h00; data_block[8'h29] <= 8'h00; data_block[8'h2a] <= 8'h00; data_block[8'h2b] <= 8'h00; data_block[8'h2c] <= 8'h00; data_block[8'h2d] <= 8'h00; data_block[8'h2e] <= 8'h00; data_block[8'h2f] <= 8'h00;
                            data_block[8'h30] <= 8'h00; data_block[8'h31] <= 8'h00; data_block[8'h32] <= 8'h00; data_block[8'h33] <= 8'h00; data_block[8'h34] <= 8'h00; data_block[8'h35] <= 8'h00; data_block[8'h36] <= 8'h00; data_block[8'h37] <= 8'h00;
                            data_block[8'h38] <= 8'h00; data_block[8'h39] <= 8'h00; data_block[8'h3a] <= 8'h00; data_block[8'h3b] <= 8'h00; data_block[8'h3c] <= 8'h00; data_block[8'h3d] <= 8'h00; data_block[8'h3e] <= 8'h00; data_block[8'h3f] <= 8'h00;
                         end
                    end else begin
                        FSM <= PADDING_STATE;
                        INPUT_READ <= 1'b0;
                        input_size_counter = input_size_counter + read_counter;
                        if ((input_size - input_size_counter) == 0) begin
                            final_round <= 1'b1;
                            FSM <= PADDING_STATE;
                        end else begin
                            final_round <= 1'b0;
                            FSM <= ROUND_1_STATE;
                        end
                    end
                end
                PADDING_STATE: begin
                    if (read_counter > 56) begin
                        add_padding_block <= 1'b1;
                        if (read_counter != 64)
                            data_block[read_counter] <= 8'h80;
                    end else begin
                        add_padding_block <= 1'b0;
                        data_block[read_counter] <= 8'h80;
                        data_block[56] <= input_size_bits[07:00];
                        data_block[57] <= input_size_bits[15:08];
                        data_block[58] <= input_size_bits[23:16];
                        data_block[59] <= input_size_bits[31:24];
                        data_block[60] <= input_size_bits[39:32];
                        data_block[61] <= input_size_bits[47:40];
                        data_block[62] <= input_size_bits[55:48];
                        data_block[63] <= input_size_bits[63:56];
                    end
                    FSM <= ROUND_1_STATE;
                end
                ROUND_1_STATE: begin
                    if (round_counter < 16) begin
                        round_counter <= round_counter +1;
                        hash_state_tmp[inverse_counter] <=  ((hash_state_tmp[inverse_counter] + md4_F(hash_state_tmp[(inverse_counter +1) % 4], hash_state_tmp[(inverse_counter +2) % 4], hash_state_tmp[(inverse_counter +3) % 4]) + ({data_block[k1[(round_counter)]*4+3], data_block[k1[(round_counter)]*4+2], data_block[k1[(round_counter)]*4+1], data_block[k1[(round_counter)]*4]})) << s1[round_counter %4] | (hash_state_tmp[inverse_counter] + md4_F(hash_state_tmp[(inverse_counter +1) % 4], hash_state_tmp[(inverse_counter +2) % 4], hash_state_tmp[(inverse_counter +3) % 4]) + ({data_block[k1[(round_counter)]*4+3], data_block[k1[(round_counter)]*4+2], data_block[k1[(round_counter)]*4+1], data_block[k1[(round_counter)]*4]}))  >> (32-s1[round_counter %4]));
                    end else begin
                        round_counter <= 0;
                        FSM <= ROUND_2_STATE;
                    end
                end
                ROUND_2_STATE: begin
                    if (round_counter < 16) begin
                        round_counter <= round_counter +1;
                        hash_state_tmp[inverse_counter] <=  (((hash_state_tmp[inverse_counter] + md4_G(hash_state_tmp[(inverse_counter +1) % 4], hash_state_tmp[(inverse_counter +2) % 4], hash_state_tmp[(inverse_counter +3) % 4]) + ({data_block[k2[(round_counter)]*4+3], data_block[k2[(round_counter)]*4+2], data_block[k2[(round_counter)]*4+1], data_block[k2[(round_counter)]*4]})) + 32'h5a827999) << s2[round_counter %4] | ((hash_state_tmp[inverse_counter] + md4_G(hash_state_tmp[(inverse_counter +1) % 4], hash_state_tmp[(inverse_counter +2) % 4], hash_state_tmp[(inverse_counter +3) % 4]) + ({data_block[k2[(round_counter)]*4+3], data_block[k2[(round_counter)]*4+2], data_block[k2[(round_counter)]*4+1], data_block[k2[(round_counter)]*4]})) + 32'h5a827999) >> (32-s2[round_counter %4]));
                    end else begin
                        round_counter <= 0;
                        FSM <= ROUND_3_STATE;
                    end
                end
                ROUND_3_STATE: begin
                    if (round_counter < 16) begin
                        round_counter <= round_counter +1;
                        hash_state_tmp[inverse_counter] <=  (((hash_state_tmp[inverse_counter] + md4_H(hash_state_tmp[(inverse_counter +1) % 4], hash_state_tmp[(inverse_counter +2) % 4], hash_state_tmp[(inverse_counter +3) % 4]) + ({data_block[k3[(round_counter)]*4+3], data_block[k3[(round_counter)]*4+2], data_block[k3[(round_counter)]*4+1], data_block[k3[(round_counter)]*4]})) + 32'h6ed9eba1) << s3[round_counter %4] | ((hash_state_tmp[inverse_counter] + md4_H(hash_state_tmp[(inverse_counter +1) % 4], hash_state_tmp[(inverse_counter +2) % 4], hash_state_tmp[(inverse_counter +3) % 4]) + ({data_block[k3[(round_counter)]*4+3], data_block[k3[(round_counter)]*4+2], data_block[k3[(round_counter)]*4+1], data_block[k3[(round_counter)]*4]})) + 32'h6ed9eba1) >> (32-s3[round_counter %4]));
                    end else begin
                        round_counter <= 0;
                        FSM <= ROUND_F_STATE;
                    end
                end
                ROUND_F_STATE: begin
                    if (round_counter < 4) begin
                        round_counter <= round_counter +1;
                        hash_state_tmp[round_counter] <= hash_state[round_counter] + hash_state_tmp[round_counter];
                        hash_state[round_counter] = hash_state[round_counter] + hash_state_tmp[round_counter];
                        hash[(round_counter*4)] = hash_state[round_counter][07:00];
                        hash[(round_counter*4) +1] = hash_state[round_counter][15:08];
                        hash[(round_counter*4) +2] = hash_state[round_counter][23:16];
                        hash[(round_counter*4) +3] = hash_state[round_counter][31:24];
                    end else begin
                        round_counter <= 0;
                        read_counter <= 0;
                        if (final_round) begin
                            if (add_padding_block) begin
                                FSM <= PADDING_STATE;
                            end else begin
                                FSM <= WRITE_STAGE;
                            end
                        end else begin
                            FSM <= READ_STATE;
                        end
                    end
                end
                WRITE_STAGE: begin
                    if(write_counter < 16) begin
                        if (OUTPUT_FULL) begin
                            OUTPUT_BYTE <= hash[write_counter];
                            write_counter <= write_counter +1;
                            OUTPUT_WRITE = 1'b1;
                        end else
                            OUTPUT_WRITE = 1'b0;
                    end else begin
                        OUTPUT_WRITE = 1'b0;
                        DONE_OUT <= 1'b1;
                        reset_cycle <= 1'b1;
                    end
                end
            endcase
        end
    end
endmodule
```
**design/flow/run.sh**
```bash
#!/bin/bash
# OpenROAD 26Q1-2900-gdf79404cd8, Yosys 0.63+post, stock flow scripts
make -C /OpenROAD-flow-scripts/flow DESIGN_CONFIG=/design/flow/config.mk WORK_HOME=/design/flow/orfs finish
```
==> results.py <==
# Metrics from the implementation run
metrics = {
    "synth": {
        "ys_async_sr_fraction_pct": 0,
        "simple_gate_area_share_pct": 18.9,
        "ys_warn_count": 9,
        "ys_types": 109,
        "ys_chip_area_um2": 78500,
        "mappedNetlistArea_um2": 78500,
        "edf_count": 648,
        "ys.flop_type": "edfxtp_1",
        "yosys_register_bits": 1078,
        "synth.area.mux_share_pct": 9.32,
        "synth_area_per_cell_um2": 8.70,
        "xor_share_pct": 3.23,
        "netlist_instances": 9019,
        "postSynthSeqShare_pct": 35.8,
        "aoi_share_pct": 19.2,
        "synthTopLogicFamily": "AND-OR/OR-AND gates",
        "yosys_cells": 9019,
        "yosys.area_share.adder_pct": 8.70,
    },
    "routing": {
        "routed_wl_um": 315000,
        "drt-vias-per-instance": 6.45,
        "drtAntennaViolNets": 0,
        "vias": 71700,
        "drc": 0,
        "first_pass_iters": 7,
        "routedWlPerCell_um": 28.3,
        "initialDrtViolationCount": 6700,
    },
    "sta": {
        "final-setup-viol-count": 0,
        "hold_viol": 0,
        "worst_slew_pin_slew_ns": 1.11,
        "timing.hold.ws_ns": 0.453,
        "tns_ns": 0,
        "drv_slew": 0,
        "period_needed_ns": 20.35,
        "skew_ns": 0.0795,
        "max-slew-margin-rel_pct": 24.7,
        "period_used_pct": 42.6,
        "max_freq_mhz": 49.1,
        "rsz0062_at_grt": "no",
    },
    "pwr": {
        "peakVddDrop_v": 0.0000394,
        "p_leak_nw": 32.5,
        "power_density_nw_per_um2": 43.0,
    },
    "global_route": {
        "met1_usage_pct": 57.3,
        "met2_usage_pct": 59.5,
        "overflow": 0,
        "grt_usage_pct": 41.7,
        "grt_max_degree": 139,
        "grt-busiest-layer": "met2",
        "grt_use_met3_pct": 17.7,
        "antenna_found_initial": 4,
        "grt_pass1_wl_um": 459000,
        "grt_pass1_vias": 68700,
    },
    "final_layout": {
        "fin_util_pct": 55.3,
        "drive_above_1_share_pct": 9.97,
        "num-fill-cells": 13800,
        "ff_latch_area_um2": 28100,
        "fin_cells": 11100,
        "syn_to_final_growth_pct": 10.0,
        "final-comb-area_um2": 46900,
        "postLayoutCellArea_um2": 86300,
    },
    "floorplan": {
        "dieArea_um2": 159000,
        "initCoreUtil_pct": 50.3,
        "num_rows": 145,
        "die_y_um": 398,
        "design.core.area_um2": 156000,
        "die_w_um": 398,
        "pin_count": 89,
    },
    "critical_path": {
        "cp.required_ns": 48.26,
        "end_kind": "flop",
        "r2r_cells": 36,
        "critPathTopFamily": "AND-OR/OR-AND gates",
        "critPathSlowestCell": "a211oi_1",
        "cp_num_cells": 32,
        "max_stage_delay_ns": 0.90,
        "cp.arrival_ns": 20.80,
        "path_class": "in2reg",
        "critPathLaunchType": "input port",
        "cp_max_fo": 50,
        "crit_buf_inv": 5,
        "worst_path_most_repeated_cell": "a21oi_1",
    },
    "cts": {
        "cts_hold_buf": 0,
        "cts_inserted_buffers": 118,
        "post_cts_buffers": 0,
        "cts.clk_slew.worst_paths_ns": 0.06,
        "clockRootBuffer": "clkbuf_16",
        "clock_latency_ns": 0.80,
        "htreeDepth": 3,
        "ctsResizeCount": 0,
        "cts_tree": "built",
        "clock-sinks": 1078,
        "cts_max_path_buffers": 3,
    },
    "place": {
        "place_hpwl_um": 239000,
        "place_inst": 10900,
        "place_area_um2": 82400,
        "io_buffers": 88,
        "place_congestion": 1.07,
    },
    "run_status": {
        "status": "complete, no violations",
    },
    "worst_hold_path": {
        "hold_depth": 2,
        "min_path_type": "reg2reg",
    },
    "run": {
        "warnings": 70,
        "drv_cap": 0,
    },
}
-- area by class of cell --
class                           instances  area share, %
Tap cell                             2058           2.98
Clock buffer                          155           3.72
Timing Repair Buffer                  392           3.71
Sequential cell                      1078           32.5
Inverter                              439           1.91
Multi-Input combinational cell       6923           54.4
Antenna cell                            2        0.00580
Clock inverter                         67          0.796
-- logic make-up (layout without fill, tap and decap cells) --
| logic type | Yosys count | after routing |
|---|---|---|
| simple gates | 3355 | 3355 |
| compound gates | 2313 | 2313 |
| flops | 1078 | 1078 |
| buf+inv | 1018 | 1053 |
| mux | 500 | 500 |
| fa+ha+maj | 471 | 471 |
| xor+xnor | 284 | 284 |
| other cells | 0 | 2 |
-- state kept, by name, summed over array words and instances, names as in the netlist --
register,count
FSM,8
INPUT_READ,1
read_counter,8
hash_state_tmp,128
input_size_counter,64
BUSY_OUT,1
round_counter,8
data_block,512
input_size,64
DONE_OUT,1
hash,136
add_padding_block,1
hash_state,128
write_counter,8
OUTPUT_BYTE,8
OUTPUT_WRITE,1
final_round,1
-- tightest hold or removal path: stages (launching register included) --
cell     delay (ns)
dfxtp_1        0.31
nand2_1        0.05
a21oi_1        0.05
-- cell usage after synthesis (26+ instances only) --
| master | instances | area, µm² |
|---|---|---|
| nand2_1 | 1312 | 4920 |
| nor2_1 | 1039 | 3900 |
| a21oi_1 | 654 | 3270 |
| edfxtp_1 | 648 | 19500 |
| o21ai_0 | 519 | 2600 |
| clkbuf_1 | 490 | 1840 |
| inv_1 | 439 | 1650 |
| dfxtp_1 | 430 | 8610 |
| ha_1 | 341 | 4270 |
| nand3_1 | 295 | 1480 |
| mux2i_1 | 230 | 2300 |
| xnor2_1 | 212 | 1860 |
| mux4_2 | 175 | 3940 |
| a211oi_1 | 145 | 1090 |
| fa_1 | 126 | 2520 |
| o211ai_1 | 118 | 886 |
| a21o_1 | 114 | 856 |
| nor3_1 | 114 | 571 |
| mux2_2 | 95 | 1070 |
| a31oi_1 | 91 | 569 |
| nand4_1 | 88 | 551 |
| and3_1 | 83 | 519 |
| and2_1 | 71 | 444 |
| nand2b_1 | 70 | 438 |
| buf_1 | 68 | 255 |
| xor2_1 | 67 | 587 |
| nor2b_1 | 62 | 388 |
| o21a_1 | 61 | 458 |
| a311oi_1 | 59 | 517 |
| a22oi_1 | 48 | 360 |
| nor4_1 | 48 | 300 |
| o21bai_1 | 47 | 353 |
| or3_1 | 46 | 288 |
| a221oi_1 | 43 | 377 |
| a222oi_1 | 39 | 390 |
| a22o_1 | 37 | 324 |
| o31ai_1 | 36 | 270 |
| o221ai_1 | 33 | 289 |
| o22ai_1 | 31 | 194 |
| or2_2 | 28 | 175 |
| o221a_2 | 26 | 293 |
-- per-layer routing --
layer | share of wire, % | up-vias
li1 | - | 32700
met1 | 38 | 34200
met2 | 43 | 4011
met3 | 13 | 744
met4 | 5.6 | 14
met5 | 0.20 | -
-- report_power, final --
group	switching, mW	internal (mW)	total [mW]
registers	0.0495	1.05	1.10
clock network	0.409	0.513	0.922
logic	1.11	0.585	1.69
total	1.57	2.15	3.72
-- per-stage QoR --
stage	power (mW)	setup WS, ns
6_report	3.72	27.45
5_1_grt	3.88	26.71
4_1_cts	3.68	27.75
2_1_floorplan	2.15	30.09
3_3_place_gp	2.77	27.17
3_5_place_dp	2.75	27.00
-- final timing paths --
| path | start | to | slack (ns) |
|---|---|---|---|
| setup / recovery | RESET_N | hash_state_tmp[2][4] | 27.45 |
| setup reg to reg | round_counter[0] | hash_state_tmp[2][4] | 35.31 |
| hold reg to reg | hash_state[3][24] | hash_state[3][24] | 0.45 |
| hold / removal | hash_state[3][24] | hash_state[3][24] | 0.45 |
-- layout by cell type, fill, tap and decap left out, types with 91 or more instances in the layout --
cell,instances
mux4_2,175
nand2_1,1309
edfxtp_1,648
nand3_1,287
o211ai_1,118
xnor2_1,212
fa_1,126
inv_1,438
a21oi_1,650
buf_4,301
a21o_1,114
nor2_1,1033
a211oi_1,145
ha_1,337
o21ai_0,510
mux2_2,95
nor3_1,111
dfxtp_1,429
mux2i_1,230
clkbuf_16,118
a31oi_1,91
Power and IR drop assume default switching activity.
